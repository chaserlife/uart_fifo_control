===== design/flow/constraint.sdc =====
current_design sd_write

set clk_period 10.3
set clk_io_pct 0.2

create_clock -name clk0 -period $clk_period [get_ports {SD_CK}]

set non_clock_inputs [all_inputs -no_clocks]
set_input_delay [expr $clk_period * $clk_io_pct] -clock clk0 $non_clock_inputs
set_output_delay [expr $clk_period * $clk_io_pct] -clock clk0 [all_outputs]

===== design/flow/design.v =====
module sd_write(
    input      rst_n,
    input      SD_CK,
    input      SD_MISO,
    output     SD_MOSI,
    output     SD_CSn,
    input      init_o,
    input      write_seq,
    output     ok
);
parameter idle        = 0;
parameter write_cmd   = 1;
parameter wait_8clk   = 2;
parameter write_data  = 3;
parameter write_dummy = 4;
parameter write_done  = 5;
reg[5:0]          state,next_state;
reg[48:0]         data,next_data;
reg[12:0]         tx_cnt,next_tx_cnt;
reg[10:0]         cnt,next_cnt;
reg[9:0]          s_cnt,next_s_cnt;
reg               SD_CS,next_SD_CS;
reg[47:0]         rx;
reg[7:0]          rx_cnt;
reg               rx_valid;
reg               en;
reg SD_DATAIN,next_SD_DATAIN;
assign SD_MOSI    = SD_DATAIN;
assign SD_DATAOUT = SD_MISO;
reg write_ok,next_write_ok;
always@(negedge SD_CK or negedge rst_n)begin
    if(!rst_n)begin
        state     <= 0;
        SD_CS     <= 1'b0;
        SD_DATAIN <= 1'b1;
        tx_cnt    <= 0;
        cnt       <= 0;
        s_cnt     <= 0;
        data      <= 0;
        write_ok  <= 0;
    end
    else begin
        state     <= next_state;
        SD_CS     <= next_SD_CS;
        SD_DATAIN <= next_SD_DATAIN;
        tx_cnt    <= next_tx_cnt;
        cnt       <= next_cnt;
        data      <= next_data;
        write_ok  <= next_write_ok;
        s_cnt     <= next_s_cnt;
    end
end
reg KKK;
always@(*)begin
    next_state     = state;
    next_SD_CS     = SD_CS;
    next_SD_DATAIN = SD_DATAIN;
    next_tx_cnt    = tx_cnt-|tx_cnt;
    next_cnt       = cnt-|cnt;
    next_data      = data;
    next_write_ok  = write_ok;
    next_s_cnt     = s_cnt - ((|s_cnt)&(tx_cnt==1));
    case(state)
        idle:begin
            next_SD_CS     = 1'b1;
            next_SD_DATAIN = 1'b1;
            if(!init_o)begin
                next_state = idle;
            end
            else if(write_seq)begin
                next_data   = {8'h58,8'h0,8'h0,8'h0,8'h0,8'hff};
                next_tx_cnt = 48;
                next_state  = write_cmd;
            end
        end
        write_cmd:begin
            if(|tx_cnt)begin
                next_SD_CS     = 1'b0;
                next_SD_DATAIN = data[tx_cnt-1];
                next_state     = write_cmd;
                next_cnt       = 2047;
            end
            else if(|cnt)begin
                if(rx[47:40]==8'h0)begin
                    next_state     = write_data;
                    next_tx_cnt    = 8;
                    next_s_cnt     = 1+512+2; 
                    next_data      = 8'hfe;
                    next_SD_DATAIN = 1'b1;
                    next_SD_CS     = 1'b1;
                end
            end
            else begin
                next_state = idle;
            end
        end
        write_data:begin
            if((|tx_cnt)|(|s_cnt))begin
                if(tx_cnt==1)begin
                    next_data   = s_cnt==3|s_cnt==2 ? 8'hff : s_cnt;
                    next_tx_cnt = s_cnt==1 ? 0 : 8;
                end
                next_SD_CS     = 1'b0;
                next_SD_DATAIN = data[tx_cnt-1];
            end
            else begin
                next_state     = write_dummy;
                next_cnt       = 8;
                next_SD_CS     = 1'b0;
                next_SD_DATAIN = 1'b1;
            end
        end
        write_dummy:begin
            if(rx[47:40]==8'he5)begin 
                next_state = write_done;
                next_SD_CS = 1'b0;
            end
        end
        write_done:begin
            if(rx[47:40]==8'hff)begin
                next_write_ok = 1'b1;
                next_SD_CS    = 1'b1;
            end
        end
    endcase
end
assign ok = write_ok;
always@(posedge SD_CK or negedge rst_n)begin
    if(!rst_n)begin
        rx <= 0;
    end
    else if(!SD_DATAIN)begin
        rx <= 48'hff_ff_ff_ff_ff_ff;
    end
    else begin
        rx <= {rx[46:0],SD_DATAOUT};
    end
end
always@(posedge SD_CK or negedge rst_n)begin
    if(!rst_n)begin
        en       <= 1'b1;
        rx_cnt   <= 0;
        rx_valid <= 1'b0;
    end
    else if(!SD_DATAIN)begin
        rx_valid <= 1'b0;
        rx_cnt   <= 48;
    end
    else if(!SD_DATAOUT&!en)begin
        en <= 1'b1;
    end
    else if(en)begin
        rx_cnt <= rx_cnt - |rx_cnt;
        if(~|rx_cnt)begin
            rx_valid <= 1'b1;
        end
    end
    else begin
        en       <= 1'b0;
        rx_valid <= 1'b0;
    end
end
assign SD_CSn = SD_CS;
endmodule

===== design/flow/config.mk =====
export PLATFORM = sky130hd
export DESIGN_NAME = sd_write
export DESIGN_NICKNAME = sd_write
export VERILOG_FILES = /design/flow/design.v
export SDC_FILE = /design/flow/constraint.sdc
export NUM_CORES = 4
export LEC_CHECK = 1
export CORE_UTILIZATION = 40

===== design/flow/run.sh =====
#!/bin/bash
# OpenROAD 26Q1-2900-gdf79404cd8, Yosys 0.63+post, stock flow scripts
make -C /OpenROAD-flow-scripts/flow DESIGN_CONFIG=/design/flow/config.mk WORK_HOME=/design/flow/orfs finish

==> results.txt <==
status - finished, final reports clean
HPWL Detailed - 5015 um
total number of vias - 2817
clock power share - 46.5%
Internal - 596.1 uW
crit path DAT - 3970 ps
IO Count - 8
Cell Type Count - 60
CP Capture Type - register
measured slew at the worst slew-check pin - 639.3 ps
placed cells - 547
Syn Inst Count - 409
Antenna Nets Post-Route - 0
Core Util at FP - 41.26%
root buffer cell - clkbuf_16
CTS tree - done
CP Max Fanout - 13
drt first pass iters - 4
Reg power frac - 52.2%
post-cts sizing count - 0
HP Class - register to register
Max-Cap Viols - 0
Slew headroom - 57.38%
total track usage - 15.27%
RD Place Congestion - 0.7889
Comb power frac - 1.3%
Setup CP Type - input pin to register
Fill cells - 1025
Switching Fraction - 21.89%
VDD IR-drop max - 0.1216 mV
Top FF cell, synth - dfrtn_1
Avg Cell Area, Syn - 11.03 sq um
r2r setup slk - 2500 ps
power density over cell area - 151.1 nW/um^2
cts-stage hold buffer count - 0
drt total wl - 7679 um
Post-synth EDFFs - 0
Die Y - 108.2 um
share of async-settable or async-resettable flops after synthesis - 100.0%
Worst Skew - 63.21 ps
commonest cells after routing, fill and taps aside - 52 x nand2b_1, 51 x dfrtn_1, 48 x dfrtp_1
Clock transition at path regs - 50 ps
final hold vios - 0
Log Warnings - 29
drt via density - 4.995
DIE WIDTH - 108.2 um
die area - 11710 sq um
Initial DRC Count - 131
DRC violations left - 0
number of global-route vias before repair - 2866
global-route wire length before repair - 13660 um
Antenna Cells - 0
Max Root-Sink Buffers - 2
Worst setup SP type - input pin
yosys cell count - 409
RSZ-0062 raised after global routing - false
Leak - 0.001916 uW
Core Region - 10940 sq um
clk sinks - 101
Ys Warns - 2
Port Buffers - 7
non-filler instance count after layout - 564
# setup viols final - 0
H-tree depth - 3
WL/cell - 13.62 um
CP required - 5330 ps
Syn Std Cell Area - 4512 sq um
setup TNS - 0 ps
Num CTS Buffers - 9
share of layout cells above drive strength 1 - 9.198%
Synth-to-Final Area Change - 11.92%
Seq share, synth - 56.07%
pin count of the biggest net entering global routing - 51
Rows - 38
Post-CTS Setup Repair Bufs - 0
#FFs+latches synth - 101
total global routing overflow - 0
most numerous logic cell after layout - nand2b_1
Sw Pwr - 167.0 uW
Yosys Chip Area - 4512 sq um
initial antenna violation count - 0
clock latency (worst-skew pair) - 400 ps
Max Transition Viols Final - 0
## critical path: stages
cell and delay (ps):
clkdlybuf4s50_1 470, nand3_1 140, o21ai_0 160, o211ai_2 180, a21oi_2 540, buf_4 310, mux2i_1 90
## path summary, 6_finish.rpt
path	start	to	cells past startpoint
hold / removal	data[44]	data[44]	1
setup reg to reg	rx[40]	data[6]	6
min in group asynchronous	rst_n	rx[36]	2
setup / recovery	init_o	data[6]	7
hold reg to reg	data[44]	data[44]	1
max in group asynchronous	rst_n	state[4]	2
## synthesized netlist by cell type, drive strengths merged (10+ instances only)
| master | instances | area share (%) |
|---|---|---|
| a21oi | 17 | 2.0 |
| dfrtn | 51 | 28 |
| dfrtp | 48 | 27 |
| inv | 19 | 1.6 |
| mux2i | 12 | 2.7 |
| nand2 | 27 | 2.2 |
| nand2b | 52 | 7.2 |
| nor2 | 36 | 3.0 |
| nor3 | 12 | 1.8 |
| o21ai | 10 | 1.1 |
| xnor2 | 17 | 3.3 |
| xor2 | 10 | 1.9 |
## cell families after synthesis
kind of cell / synth area share, %
simple gates: 20.97
flops: 56.07
compound gates: 7.488
buf+inv: 3.078
xor+xnor: 5.241
mux: 4.659
fa+ha+maj: 2.496
## per-stage QoR
| step | cell area, sq um | utilization (%) | hold WS (ps) | setup slack [ps] | power, uW |
|---|---|---|---|---|---|
| after global routing | 5050 | 46.18 | 446.3 | 1134 | 790.8 |
| final | 5050 | 46.18 | 423.6 | 1368 | 763.1 |
| after floorplan | 4512 | - | 373.8 | 1868 | 408.4 |
| after CTS | 5050 | 46.18 | 426.2 | 1359 | 775.4 |
| after global placement | 4725 | 43.20 | 411.5 | 1049 | 418.6 |
| after detailed placement | 4725 | 43.20 | 414.4 | 994.9 | 418.6 |
## area by class of cell
class | count | area, sq um | area share (%)
multi-input cells | 275 | 1843 | 36.50
inverters | 18 | 67.56 | 1.338
repair buffers | 12 | 105.1 | 2.081
flip-flops and latches | 101 | 2530 | 50.10
clock inverters | 9 | 103.9 | 2.057
well taps | 140 | 175.2 | 3.469
clock buffers | 9 | 225.2 | 4.460
## sequential cells by signal (all words and copies together), names as in the netlist
register   count
rx            48
write_ok       1
state          5
cnt           11
SD_DATAIN      1
tx_cnt        13
s_cnt         10
data          11
SD_CS          1
## power groups by stage
stage     combinational, uW  clock, uW  sequential (uW)
4_1_cts                11.0        366              398
5_1_grt                12.4        380              398
6_report               10.2        355              398
## routing by layer
layer	up-vias	share of wire (%)	global-route usage, %
met2	23	44	22.43
met1	1378	52	25.29
met4	0	1.3	1.859
met5	-	0	0
met3	7	3.0	3.190
li1	1409	-	-
Power and IR drop assume default switching activity.
