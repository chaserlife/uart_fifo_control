<file path="constraint.sdc">
current_design sd_read

set clk_period 5.2
set clk_io_pct 0.2

create_clock -name clk0 -period $clk_period [get_ports {SD_CK}]

set non_clock_inputs [all_inputs -no_clocks]
set_input_delay [expr $clk_period * $clk_io_pct] -clock clk0 $non_clock_inputs
set_output_delay [expr $clk_period * $clk_io_pct] -clock clk0 [all_outputs]
</file>
<file path="run.sh">
#!/bin/bash
# OpenROAD 26Q1-2900-gdf79404cd8, Yosys 0.63+post, stock flow scripts
make -C /OpenROAD-flow-scripts/flow DESIGN_CONFIG=/design/flow/config.mk WORK_HOME=/design/flow/orfs finish
</file>
<file path="config.mk">
export PLATFORM = sky130hd
export DESIGN_NAME = sd_read
export DESIGN_NICKNAME = sd_read
export VERILOG_FILES = /design/flow/design.v
export SDC_FILE = /design/flow/constraint.sdc
export NUM_CORES = 4
export LEC_CHECK = 1
export CORE_UTILIZATION = 50
</file>
<file path="design.v">
module sd_read(
    input      rst_n,
    input      SD_CK,
    input      SD_MISO,
    output     SD_MOSI,
    output     SD_CSn,
    input      init_o,
    input      read_seq,
    output     ok
);
reg[7:0] rx;
reg[3:0] rx_cnt;
reg      rx_valid;
reg      en;
reg SD_DATAIN,next_SD_DATAIN;
assign SD_MOSI    = SD_DATAIN;
assign SD_DATAOUT = SD_MISO;
always@(posedge SD_CK or negedge rst_n)begin
    if(!rst_n)begin
        rx <= 0;
    end
    else begin
        rx <= {rx[6:0],SD_DATAOUT};
    end
end
always@(posedge SD_CK or negedge rst_n)begin
    if(!rst_n)begin
        en       <= 1'b1;
        rx_cnt   <= 0;
        rx_valid <= 1'b0;
    end
    else if(!SD_DATAIN)begin
        rx_valid <= 1'b0;
    end
    else if(!SD_DATAOUT&!en)begin
        en <= 1'b1;
    end
    else if(en)begin
        rx_cnt <= rx_cnt - |rx_cnt;
        if(~|rx_cnt)begin
            rx_valid <= 1'b1;
        end
    end
    else begin
        en       <= 1'b0;
        rx_valid <= 1'b0;
    end
end
reg[47:0] data,next_data;
reg[5:0]  state,next_state;
reg[12:0]  cnt,next_cnt;
parameter idle          = 6'h00;
parameter read_cmd      = 6'h01;
parameter read_cmd_resp = 6'h02;
parameter dummy         = 6'h03;
parameter read_start    = 6'h04;
parameter read          = 6'h05;
parameter read_done     = 6'h06;
reg[5:0] tx_cnt,next_tx_cnt;
reg      SD_CS,next_SD_CS;
reg      read_ok,next_read_ok;
reg[11:0] s_cnt,next_s_cnt;
always@(negedge SD_CK or negedge rst_n)begin
    if(!rst_n)begin
        state     <= idle;
        data      <= 0;
        tx_cnt    <= 0;
        cnt       <= 0;
        SD_CS     <= 0;
        SD_DATAIN <= 1'b0;
        read_ok   <= 1'b0;
        s_cnt     <= 0;
    end
    else begin
        state      <= next_state;
        tx_cnt     <= next_tx_cnt;
        data       <= next_data;
        cnt        <= next_cnt;
        SD_CS      <= next_SD_CS;
        SD_DATAIN  <= next_SD_DATAIN;
        read_ok    <= next_read_ok;
        s_cnt      <= next_s_cnt;
    end
end
always@(*)begin
    next_state     = state;
    next_data      = data;
    next_tx_cnt    = tx_cnt - |tx_cnt;
    next_cnt       = cnt - |cnt;
    next_SD_CS     = SD_CS;
    next_SD_DATAIN = SD_DATAIN;
    next_read_ok   = read_ok;
    next_s_cnt     = s_cnt -((|s_cnt)&(tx_cnt==1));
    case(state)
        idle:begin
            next_SD_CS     = 1'b1;
            next_SD_DATAIN = 1'b1;
            if(!init_o)begin
                next_state = state;
            end
            else if(read_seq)begin
                next_state  = read_cmd;
                next_data   = {8'h51,8'h0,8'h0,8'h0,8'h0,8'hff};
                next_cnt    = 48;
            end
        end
        read_cmd:begin
            if(|cnt)begin
                next_tx_cnt = 48;
            end
            else begin
                next_SD_CS     = 1'b0;
                if(|tx_cnt)begin
                    next_state     = read_cmd;
                    next_SD_DATAIN = data[tx_cnt-1];
                end
                else begin
                    next_SD_DATAIN = 1'b1;
                    next_state     = read_cmd_resp;
                    next_cnt       = 128;
                end
            end
        end
        read_cmd_resp:begin
            if(|cnt)begin
                if(rx==8'h0)begin
                    next_state = dummy;
                    next_cnt   = 2048;
                    next_SD_CS = 1'b0;
                end
                else begin
                    next_state = read_cmd_resp;
                    next_SD_CS = 1'b0;
                end
            end
            else begin 
                next_state = idle;
                next_SD_CS = 1'b1;
            end
        end
        dummy:begin
            if(|cnt)begin
                if(rx==8'hfe)begin
                    next_state  = read;
                    next_s_cnt  = 512+1;
                    next_tx_cnt = 8;
                    next_cnt    = 0;
                end
                else begin
                    next_state = dummy;
                end
            end
            else begin
                next_state = idle;
            end
        end
        read:begin 
            if(|tx_cnt|(|s_cnt))begin
                if(tx_cnt==1)begin
                    next_tx_cnt = s_cnt==1 ? 0 :8;
                end
                next_SD_CS = 1'b0;
                next_state = read;
            end
            else begin
                next_SD_CS     = 1'b0;
                next_state     = read_done;
            end
        end
        read_done:begin
            next_SD_CS = 1'b1;
            next_read_ok = 1'b1;
        end
     endcase
end
assign ok         = read_ok;
assign SD_CSn     = SD_CS;
endmodule
</file>
==> impl_results.html <==
<p>Metrics extracted from the flow reports.</p>
<table>
<tr><th>Metric</th><th>Value</th></tr>
<tr><th colspan="2">Setup path</th></tr>
<tr><td>Start-to-end type of the worst setup path</td><td>reg -&gt; out</td></tr>
<tr><td>Arrival time worst endpoint</td><td>3.83 ns</td></tr>
<tr><td>Startpoint kind of the worst setup timing path</td><td>register</td></tr>
<tr><td>Category of cells accounting for the largest share of critical-path delay</td><td>buffers and inverters</td></tr>
<tr><td>Cell Chain, Critical Path</td><td>clkdlybuf4s50_1</td></tr>
<tr><td>Total buffers and inverters traversed by the critical path</td><td>1</td></tr>
<tr><td>Master of the slowest instance on the critical path</td><td>sky130_fd_sc_hd__clkdlybuf4s50_1</td></tr>
<tr><td>Maximum fanout count along the critical path</td><td>3</td></tr>
<tr><td>Endpoint class of the critical path</td><td>primary output</td></tr>
<tr><td>Slowest Stage Delay on Critical Path</td><td>0.47 ns</td></tr>
<tr><td>Required time of the critical path</td><td>4.16 ns</td></tr>
<tr><th colspan="2">Route</th></tr>
<tr><td>Detailed-route wire length per cell</td><td>14.0 microns</td></tr>
<tr><td>Per-cell via count in the routed design</td><td>5.36</td></tr>
<tr><td>Total vias in the final route</td><td>1,764</td></tr>
<tr><td>Ant. Diodes</td><td>0</td></tr>
<tr><td>Detailed Route WL</td><td>4600 microns</td></tr>
<tr><td>Number of remaining DRC errors</td><td>0</td></tr>
<tr><td>Initial detailed-routing violation count</td><td>112</td></tr>
<tr><td>Antenna viol nets, final</td><td>0</td></tr>
<tr><td>Drt pass-1 iters</td><td>4</td></tr>
<tr><th colspan="2">Die</th></tr>
<tr><td>Std-Cell Core Area</td><td>4790 sq um</td></tr>
<tr><td>Number of ports placed on the die boundary</td><td>8</td></tr>
<tr><td>Number of rows in the core area</td><td>25</td></tr>
<tr><td>Area of the die</td><td>5350 sq um</td></tr>
<tr><td>Die extent in y</td><td>73.1 microns</td></tr>
<tr><td>Starting utilization of the core area</td><td>0.528</td></tr>
<tr><td>Die outline width</td><td>73.1 microns</td></tr>
<tr><th colspan="2">Layout</th></tr>
<tr><td>Layout cell share with drive strength beyond 1</td><td>0.103</td></tr>
<tr><td>Sequential standard cell area</td><td>1230 sq um</td></tr>
<tr><td>Final-layout fill cell count</td><td>426</td></tr>
<tr><td>Area growth syn-to-layout</td><td>8.56%</td></tr>
<tr><td>Area used by multi-input combinational logic</td><td>1200 sq um</td></tr>
<tr><th colspan="2">Job</th></tr>
<tr><td>Number of warnings in the stage logs</td><td>27</td></tr>
<tr><td>Max Cap Violations</td><td>0</td></tr>
<tr><th colspan="2">CTS</th></tr>
<tr><td>Sink count of the clock tree</td><td>49</td></tr>
<tr><td>Root buffer cell</td><td>sky130_fd_sc_hd__clkbuf_8</td></tr>
<tr><td>Setup bufs post-CTS</td><td>0</td></tr>
<tr><td>Cts repair resizes</td><td>0</td></tr>
<tr><td>Number of buffers added to fix hold violations after cts</td><td>0</td></tr>
<tr><td>Number of buffers created by CTS</td><td>5</td></tr>
<tr><td>Clock tree from TritonCTS</td><td>built</td></tr>
<tr><td>Clock Tree Buf Depth</td><td>2</td></tr>
<tr><td>H-tree level count</td><td>2</td></tr>
<tr><td>Reg clk slew, reported paths</td><td>0.10 ns</td></tr>
<tr><td>Clock Latency Late Sink</td><td>0.35 ns</td></tr>
<tr><th colspan="2">GRT</th></tr>
<tr><td>Sum of overflow across all layers after global routing</td><td>0</td></tr>
<tr><td>First-pass GRT wire length</td><td>8120 microns</td></tr>
<tr><td>Via count of the first global-routing pass</td><td>1,753</td></tr>
<tr><td>Total GRT Usage</td><td>0.203</td></tr>
<tr><td>Maximum number of pins on one net before global-route repair</td><td>27</td></tr>
<tr><td>Initial antenna violation count</td><td>0</td></tr>
<tr><th colspan="2">Synth</th></tr>
<tr><td>Syn avg cell area</td><td>9.99 sq um</td></tr>
<tr><td>Number of enable-type register cells in the synthesized netlist</td><td>0</td></tr>
<tr><td>Dominant cell type by area after synthesis</td><td>sky130_fd_sc_hd__dfrtn_1</td></tr>
<tr><td>Area share, top type</td><td>0.396</td></tr>
<tr><td>Top cells by count, synth</td><td>40 x sky130_fd_sc_hd__dfrtn_1, 37 x sky130_fd_sc_hd__nor2_1, 24 x sky130_fd_sc_hd__nand2_1</td></tr>
<tr><td>Async SR Flop Fraction</td><td>1.00</td></tr>
<tr><td>Synthesis area per yosys</td><td>2530 sq um</td></tr>
<tr><td>Number of standard cells reported by yosys</td><td>253</td></tr>
<tr><td>Netlist area before placement</td><td>2530 sq um</td></tr>
<tr><td>Top cells, area</td><td>sky130_fd_sc_hd__dfrtn_1 40%, sky130_fd_sc_hd__dfrtp_1 7.9%, sky130_fd_sc_hd__nor2_1 5.5%</td></tr>
<tr><td>YS warnings</td><td>2</td></tr>
<tr><td>Most repeated cell in the gate-level netlist after synthesis</td><td>sky130_fd_sc_hd__dfrtn_1</td></tr>
<tr><td>Gate count after technology mapping</td><td>253</td></tr>
<tr><td>Distinct cells, synth</td><td>57</td></tr>
<tr><td>Sequential element share of the synthesized area</td><td>0.485</td></tr>
<tr><td>Dominant synthesized flop cell</td><td>sky130_fd_sc_hd__dfrtn_1</td></tr>
<tr><td>Synth Register Bits</td><td>49</td></tr>
<tr><th colspan="2">Timing</th></tr>
<tr><td>Hold Violations, Final</td><td>0</td></tr>
<tr><td>Transition time at the pin with the least slew margin</td><td>0.641 ns</td></tr>
<tr><td>Number of pins with negative max-slew slack in the final report</td><td>0</td></tr>
<tr><td>Setup violators final</td><td>0</td></tr>
<tr><td>Setup TNS</td><td>0 ns</td></tr>
<tr><td>RSZ-0062 raised after global routing</td><td>no</td></tr>
<tr><td>Final worst clock skew</td><td>0.0577 ns</td></tr>
<tr><td>Worst setup slack after layout</td><td>0.332 ns</td></tr>
<tr><td>Relative slew margins</td><td>0.572</td></tr>
<tr><th colspan="2">Worst hold path</th></tr>
<tr><td>Path category of the worst min-delay check</td><td>reg -&gt; reg</td></tr>
<tr><th colspan="2">Power</th></tr>
<tr><td>Part of the power in combinational logic</td><td>0.049</td></tr>
<tr><td>Clock group share of total power</td><td>0.335</td></tr>
<tr><td>Pwr Density</td><td>244 nW/um^2</td></tr>
<tr><td>Part of the power in registers</td><td>0.616</td></tr>
<tr><td>Internal power</td><td>0.000510 W</td></tr>
<tr><td>Total leakage power</td><td>1.13 nW</td></tr>
<tr><td>Net Sw Frac</td><td>0.239</td></tr>
<tr><td>VDD IR max</td><td>172 uV</td></tr>
<tr><td>Net load switching power</td><td>0.000160 W</td></tr>
<tr><th colspan="2">Place</th></tr>
<tr><td>Placement Setup Slack</td><td>0.105 ns</td></tr>
<tr><td>Detailed Place HPWL</td><td>3340 microns</td></tr>
<tr><td>Count of input and output buffers</td><td>7</td></tr>
<tr><td>Gp weighted congestion</td><td>0.780</td></tr>
<tr><th colspan="2">Outcome</th></tr>
<tr><td>Run status</td><td>finished clean</td></tr>
</table>
-- final cells by class --
type	instances	share of cell area
flip-flops and latches	49	0.447
multi-input cells	182	0.437
repair buffers	9	0.0337
well taps	67	0.0305
clock buffers	6	0.0264
inverters	13	0.0187
clock inverters	3	0.00684
-- worst paths after layout --
| check | start | end | slack (ns) | cells after the start |
|---|---|---|---|---|
| setup / recovery | SD_CS | SD_CSn | 0.33 | 1 |
| setup reg to reg | rx[4] | cnt[10] | 0.46 | 5 |
| max in group asynchronous | rst_n | s_cnt[8] | 1.40 | 2 |
| hold / removal | rx[0] | rx[1] | 0.40 | 0 |
| hold reg to reg | rx[0] | rx[1] | 0.40 | 0 |
| min in group asynchronous | rst_n | rx[7] | 0.73 | 1 |
-- state kept, by name, indices dropped and copies added (netlist names) --
signal     count
cnt           13
data           1
tx_cnt         6
SD_DATAIN      1
read_ok        1
state          6
rx             8
SD_CS          1
s_cnt         12
-- power by group through the flow --
stage | sequential (W) | clock (W) | combinational [W]
4_1_cts | 0.000413 | 0.000235 | 0.0000335
5_1_grt | 0.000416 | 0.000249 | 0.0000372
6_report | 0.000413 | 0.000225 | 0.0000326
-- layout by cell type, fill, tap and decap left out, drive strengths merged, types with 3 or more instances in the layout --
cell type / count
a21oi: 9
a31oi: 3
and3: 4
buf: 3
clkbuf: 6
clkdlybuf4s50: 6
dfrtn: 40
dfrtp: 8
ha: 8
inv: 14
nand2: 24
nand3: 6
nor2: 38
nor3: 9
nor4: 6
o21ai: 12
or2: 3
or3: 3
or4: 3
xnor2: 13
xor2: 8
-- per-stage QoR --
| stage | area, sq um | hold WS (ns) | util | power (W) | cells |
|---|---|---|---|---|---|
| 2_1_floorplan | 2530 | 0.361 | - | 0.000438 | 253 |
| 3_3_place_gp | 2660 | 0.372 | 0.555 | 0.000456 | 321 |
| 3_5_place_dp | 2660 | 0.378 | 0.555 | 0.000456 | 321 |
| 4_1_cts | 2750 | 0.397 | 0.574 | 0.000682 | 329 |
| 5_1_grt | 2750 | 0.417 | 0.574 | 0.000702 | 329 |
| 6_report | 2750 | 0.397 | 0.574 | 0.000670 | 329 |
-- metal layers --
layer  global-route usage  share of wire  vias to the layer above
met5                    0              0                        -
met4               0.0196          0.012                        0
met3               0.0336          0.024                        6
met2                0.326           0.47                       13
met1                0.317           0.50                      841
li1                     -              -                      904
-- cells by family after synthesis --
logic type / count (synthesis) / synth area share
simple gates: 110 / 0.238
flops: 49 / 0.485
compound gates: 42 / 0.119
buf+inv: 22 / 0.0406
xor+xnor: 21 / 0.0727
fa+ha+maj: 8 / 0.0396
mux: 1 / 0.00396
No activity file was given, so power comes from the tool's default toggle rates.
